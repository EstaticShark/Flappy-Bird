$ cat design.v
module collisionPipe(evaluateCollision, xBird, yBird, xPipe, yPipe, resetLow, clk, height, width, collisionHappen);
	input evaluateCollision;
	input [7:0] xBird;
	input [6:0] yBird;
	input [7:0] xPipe;
	input [6:0] yPipe;
	input resetLow;
	input [7:0] height;
	input [4:0] width;
	input clk;
	output reg collisionHappen;
	always@(posedge clk)
	if (!resetLow)
		collisionHappen <= 1'b0;
	else
	begin
		if (evaluateCollision)
		begin
			if (collisionHappen == 0)  
			begin
				if (xPipe - 4 <= xBird && xBird <= xPipe + width && yBird <= yPipe + 1)
					collisionHappen <= 1'b1;
				else if (xPipe - 4 <= xBird && xBird <= xPipe + width && yBird >= yPipe + height - 4)
					collisionHappen <= 1'b1;
				else
					collisionHappen <= 1'b0;  
			end
			else
				collisionHappen <= 1'b1;
		end
	end
endmodule
module collisionSurface(evaluateCollision, yBird, resetLow, clk, crashHappen);
	input evaluateCollision;
	input [6:0] yBird;
	input resetLow;
	input clk;
	output reg crashHappen;
	always@(posedge clk)
	if (!resetLow)
		crashHappen <= 1'b0;
	else
	begin
		if (evaluateCollision)
		begin
			if (crashHappen == 0)
			begin
				if (yBird >= 7'd116)
					crashHappen <= 1'b1;
				else
					crashHappen <= 1'b0;
			end
			else
				crashHappen <= 1'b1;
		end
	end
endmodule
module datapath(xInput, yInput, loadDatapath, xOut, yOut, clk, resetLow, colorOut, oldOrCurrent, 
		finishedPrintingSignal, collisionHappened, points);
	input [7:0] xInput;
	input [6:0] yInput;
	input loadDatapath;  
	input clk;
	input resetLow;
	input oldOrCurrent;
	output reg [7:0] points;  
	output reg [7:0] xOut;  
	output reg [6:0] yOut;  
	output reg [2:0] colorOut;
	output reg finishedPrintingSignal;
	output collisionHappened;
	reg [2:0] birdOrPipeOrCoin;  
	reg [7:0] x;
	reg [6:0] y;
	reg [3:0] count;
	reg [7:0] xPipe1;
	reg [6:0] yPipe1;
	reg [7:0] xPipe2;
	reg [6:0] yPipe2;
	reg [7:0] xPipe3;
	reg [6:0] yPipe3;
	reg [4:0] countWidth;
	reg [7:0] countHeight;
	reg checkUpperPipeFinish;  
	reg [2:0] colorBird;
	reg [2:0] colorPipe;
	reg [2:0] colorPoint;
	 reg [2:0] speed;
	initial speed = 3'd1;
	wire [7:0] height;
	wire [4:0] width;
	assign height = 8'd40;  
	assign width = 5'd6;  
	reg [4:0] pipeHeightIncrease;
	wire collisionHappened1;
	wire collisionHappened2;
	wire collisionHappened3;
	wire collisionHappened4;
	always @(*)
	begin
		if (!resetLow)
		begin
			speed <= 3'd1;
		end
		else if (points >= 8'd20)
		begin
			speed <= 3'd3;
		end
		else if (points >= 8'd5)
		begin
			speed <= 3'd2;
		end
	end
	collisionPipe checkPipe1(
		.evaluateCollision(1'b1),
		.xBird(xInput), 
		.yBird(yInput), 
		.xPipe(xPipe1), 
		.yPipe(yPipe1), 
		.clk(clk),
		.resetLow(resetLow), 
		.height(height), 
		.width(width),
		.collisionHappen(collisionHappened1)
		);
	collisionPipe checkPipe2(
		.evaluateCollision(1'b1),
		.xBird(xInput),
		.yBird(yInput),
		.xPipe(xPipe2), 
		.yPipe(yPipe2), 
		.clk(clk),
		.resetLow(resetLow),
		.height(height), 
		.width(width),
		.collisionHappen(collisionHappened2)
		);
	collisionPipe checkPipe3(
		.evaluateCollision(1'b1),
		.xBird(xInput),
		.yBird(yInput),
		.xPipe(xPipe3), 
		.yPipe(yPipe3), 
		.clk(clk),
		.resetLow(resetLow), 
		.height(height),
		.width(width), 
		.collisionHappen(collisionHappened3)
		);
	collisionSurface checkSurface(
		.evaluateCollision(1'b1),
		.yBird(yInput),
		.resetLow(resetLow),
		.clk(clk),
		.crashHappen(collisionHappened_4)
		);
	assign collisionHappened = collisionHappened1 | collisionHappened2 | collisionHappened3 | collisionHappened4;
	always @(posedge clk)
	begin
		if (resetLow == 1'b0)
		begin
			x <= 8'd78;
			y <= 7'd58;
			xOut <= 8'd0;
			yOut <= 7'd0;
			xPipe1 <= 8'd135;
			yPipe1 <= 7'd40;
			xPipe2 <= 8'd20;
			yPipe2 <= 7'd60;
			xPipe3 <= 8'd60;
			yPipe3 <= 7'd30;
			points <= 8'd0;
			countWidth <= 5'd0;
			countHeight <= 8'd0;
			checkUpperPipeFinish <= 1'd0;
			colorBird <= 3'd0;
			colorPipe <= 3'd0;
			count <= 4'd0;  
			finishedPrintingSignal <= 1'd0;
			colorOut <= 3'd0;
		end
		else if (loadDatapath == 1'b1)
		begin
				x <= xInput;
				xOut <= xInput;
				y <= yInput;
				xOut <= yInput;
				count <= 4'b0000;
				finishedPrintingSignal <= 1'b0;
				birdOrPipeOrCoin = 1'b0;
				if (oldOrCurrent == 1'b1)
					if (xPipe1 - speed >= 8'd160)  
					begin
						xPipe1 <= 8'd160 ;
						yPipe1 <= 7'd30 + pipeHeightIncrease;  
					end
					else
					begin
						if (!collisionHappened)  
						begin
							if (xPipe1 + width >= 8'd78 && xPipe1 + width - speed < 8'd78)  
								points <= points + 1;
							xPipe1 <= xPipe1 - speed;  
						end
						else
							xPipe1 <= xPipe1;  
					end
				else
					xPipe1 <= xPipe1;
				if (oldOrCurrent == 1'b1)
					if (xPipe2 - speed >= 8'd160)
					begin
						xPipe2 <= 8'd160;
						yPipe2 <= 7'd20 + pipeHeightIncrease;
					end
					else
					begin
						if (!collisionHappened)
						begin
							if (xPipe2 + width >= 8'd78 && xPipe2 + width - speed < 8'd78)
								points <= points + 1;
							xPipe2 <= xPipe2 - speed;
						end
						else
							xPipe2 <= xPipe2;
					end
				else
					xPipe2 <= xPipe2;
				if (oldOrCurrent == 1'b1)
					if (xPipe3 - speed >= 8'd160)
					begin
						xPipe3 <= 8'd160;
						yPipe3 <= 7'd40 + pipeHeightIncrease;
					end
					else
					begin
						if (!collisionHappened)
						begin
							if (xPipe3 + width >= 8'd78 && xPipe3 + width - speed < 8'd78)
								points <= points + 1;
							xPipe3 <= xPipe3 - speed;
						end
						else
							xPipe3 <= xPipe3;
					end
				else
					xPipe3 <= xPipe3;
				xOut <= 8'd0;  
				yOut <= 7'd0;  
				countWidth <= 5'd0;
				countHeight <= 8'd0;
				finishedPrintingSignal <= 1'b0;
				checkUpperPipeFinish <= 1'b0;
				if (oldOrCurrent == 1'b0)
				begin
					colorBird <= 3'b000;
					colorPipe <= 3'b000;
					colorPoint <= 3'b000;
				end
				else
				begin  
					colorBird <= 3'b100;
					colorPipe <= 3'b010;
					colorPoint <= 3'b110;
				end
		end
		else if (birdOrPipeOrCoin == 3'b0)
		begin
			colorOut <= colorBird;
			if (count != 4'b1111)
			begin
				xOut <= x + count[3:2];
				yOut <= y + count[1:0];
				count <= count + 1'b1;
			end
			else
			begin
				xOut <= x + count[3:2];
				yOut <= y + count[1:0];
				birdOrPipeOrCoin = 3'd1;
			end
		end  
		else if (birdOrPipeOrCoin == 3'd1)
		begin
			colorOut <= colorPipe;
			if (!checkUpperPipeFinish)
			begin
				if (countWidth != (width - 1) || yOut != 0)  
				begin
					if (countWidth < width)
					begin  
						colorOut <= colorPipe;
						xOut <= xPipe1 + countWidth;
						countWidth <= countWidth + 1'b1;
						yOut <= yPipe1 - countHeight;
					end
					else
					begin  
						countWidth <= 0;
						countHeight <= countHeight + 1;
						xOut <= xPipe1;
						yOut <= yPipe1 - countHeight;
					end
				end
				else
				begin  
					xOut <= xPipe1 + countWidth;
					countWidth <= 0;
					countHeight <= height;
					checkUpperPipeFinish <= 1'b1;
				end
			end
			else
			begin
				if (countWidth != (width - 1) || yOut != 119)  
				begin
					if (countWidth < width)
					begin  
						xOut <= xPipe1 + countWidth;
						countWidth <= countWidth + 1'b1;
						yOut <= yPipe1 + countHeight;
					end
					else
					begin  
						countWidth <= 0;
						countHeight <= countHeight + 1;
						xOut <= xPipe1;
						yOut <= yPipe1 + countHeight;
					end
				end
				else
				begin  
					xOut <= xPipe1 + countWidth;
					checkUpperPipeFinish <= 1'b0;
					countWidth <= 5'd0;
					countHeight <= 8'd0;
					count <= 4'b0000;
					if (xPipe1 >= 8'd82)
						birdOrPipeOrCoin <= 3'd4;  
					else
						birdOrPipeOrCoin <= 3'd2;  
				end
			end
		end  
		else if (birdOrPipeOrCoin == 3'd4)
		begin  
			colorOut <= colorPoint;
			if (count != 4'b1111)
			begin
				xOut <= xPipe1 + count[3:2];
				yOut <= yPipe1 + 7'd19 + count[1:0];
				count <= count + 1'b1;
			end
			else
			begin
				xOut <= xPipe1 + count[3:2];
				yOut <= yPipe1 + 7'd19 + count[1:0];
				birdOrPipeOrCoin <= 3'd2;
			end
		end  
		else if (birdOrPipeOrCoin == 3'd2)
		begin
			colorOut <= colorPipe;
			if (!checkUpperPipeFinish)
			begin
				if (countWidth != (width - 1) || yOut != 0)  
				begin
					if (countWidth < width)
					begin  
						colorOut <= colorPipe;
						xOut <= xPipe2 + countWidth;
						countWidth <= countWidth + 1'b1;
						yOut <= yPipe2 - countHeight;
					end
					else
					begin  
						countWidth <= 0;
						countHeight <= countHeight + 1;
						xOut <= xPipe2;
						yOut <= yPipe2 - countHeight;
					end
				end
				else
				begin  
					xOut <= xPipe2 + countWidth;
					countWidth <= 0;
					countHeight <= height;
					checkUpperPipeFinish <= 1'b1;
				end
			end
			else
			begin
				if (countWidth != (width - 1) || yOut != 119)  
				begin
					if (countWidth < width)
					begin  
						xOut <= xPipe2 + countWidth;
						countWidth <= countWidth + 1'b1;
						yOut <= yPipe2 + countHeight;
					end
					else
					begin  
						countWidth <= 0;
						countHeight <= countHeight + 1;
						xOut <= xPipe2;
						yOut <= yPipe2 + countHeight;
					end
				end
				else
				begin  
					xOut <= xPipe2 + countWidth;	
					checkUpperPipeFinish <= 1'b0;
					countWidth <= 5'd0;
					countHeight <= 8'd0;
					count <= 4'b0000;
					if (xPipe2 >= 8'd82)
						birdOrPipeOrCoin <= 3'd5;
					else
						birdOrPipeOrCoin <= 3'd3;
				end
			end
		end 
		else if (birdOrPipeOrCoin == 3'd5)
		begin  
			colorOut <= colorPoint;
			if (count != 4'b1111)
			begin
				xOut <= xPipe2 + count[3:2];
				yOut <= yPipe2 + 7'd19 + count[1:0];
				count <= count + 1'b1;
			end
			else
			begin
				xOut <= xPipe2 + count[3:2];
				yOut <= yPipe2 + 7'd19 + count[1:0];
				birdOrPipeOrCoin <= 3'd3;
			end
		end 
		else if (birdOrPipeOrCoin == 3'd3)
		begin  
			colorOut <= colorPipe;
			if (!checkUpperPipeFinish)
			begin
				if (countWidth != (width - 1) || yOut != 0)  
				begin
					if (countWidth < width)
					begin  
						colorOut <= colorPipe;
						xOut <= xPipe3 + countWidth;
						countWidth <= countWidth + 1'b1;
						yOut <= yPipe3 - countHeight;
					end
					else
					begin  
						countWidth <= 0;
						countHeight <= countHeight + 1;
						xOut <= xPipe3;
						yOut <= yPipe3 - countHeight;
					end
				end
				else
				begin  
					xOut <= xPipe3 + countWidth;
					countWidth <= 0;
					countHeight <= height;
					checkUpperPipeFinish <= 1'b1;
				end
			end
			else
			begin
				if (countWidth != (width - 1) || yOut != 119)  
				begin
					if (countWidth < width)
					begin  
						xOut <= xPipe3 + countWidth;
						countWidth <= countWidth + 1'b1;
						yOut <= yPipe3 + countHeight;
					end
					else
					begin  
						countWidth <= 0;
						countHeight <= countHeight + 1;
						xOut <= xPipe3;
						yOut <= yPipe3 + countHeight;
					end
				end
				else
				begin  
					xOut <= xPipe3 + countWidth;	
					checkUpperPipeFinish <= 1'b0;
					countWidth <= 5'd0;
					countHeight <= 8'd0;
					count <= 4'b0000;
					if (xPipe3 >= 8'd82)
						birdOrPipeOrCoin <= 3'd6;
					else
						finishedPrintingSignal = 1'b1;
				end
			end
		end  
		else if (birdOrPipeOrCoin == 3'd6)
		begin  
			colorOut <= colorPoint;
			if (count != 4'b1111)
			begin
				xOut <= xPipe3 + count[3:2];
				yOut <= yPipe3 + 7'd19 + count[1:0];
				count <= count + 1'b1;
			end
			else
			begin
				xOut <= xPipe3 + count[3:2];
				yOut <= yPipe3 + 7'd19 + count[1:0];
				finishedPrintingSignal = 1'b1;
			end
		end  
	end  
	always @(posedge clk)
	begin
		if (!resetLow)
			pipeHeightIncrease <= 5'd0;
		else
			pipeHeightIncrease <= pipeHeightIncrease + 5'd15;
	end
endmodule
$ cat run.sh
#!/bin/bash
# OpenROAD 26Q1-2900-gdf79404cd8, Yosys 0.63+post, stock flow scripts
make -C /OpenROAD-flow-scripts/flow DESIGN_CONFIG=/design/flow/config.mk WORK_HOME=/design/flow/orfs finish
$ cat config.mk
export PLATFORM = sky130hd
export DESIGN_NAME = datapath
export DESIGN_NICKNAME = datapath
export VERILOG_FILES = /design/flow/design.v
export SDC_FILE = /design/flow/constraint.sdc
export NUM_CORES = 4
export LEC_CHECK = 1
export CORE_UTILIZATION = 30
$ cat constraint.sdc
current_design datapath

set clk_period 6.0
set clk_io_pct 0.2

create_clock -name clk0 -period $clk_period [get_ports {clk}]

set non_clock_inputs [all_inputs -no_clocks]
set_input_delay [expr $clk_period * $clk_io_pct] -clock clk0 $non_clock_inputs
set_output_delay [expr $clk_period * $clk_io_pct] -clock clk0 [all_outputs]
==> notes.md <==
fresh numbers from the pnr run: status=complete, no violations, worst slew pin tran=0.876 ns, most instantiated logic cells after routing=dfxtp_1, nor2_1, ha_1, a21oi_1, nand2_1, share of cells above drive strength 1=5.72%, CP bufs+invs=3, CTS clk-pin slew, worst paths=0.08 ns, total congestion overflow=0, Post-synth regs=109, Leak Pwr=3.83 nW, vias=7842, count of tool warnings=42, final hold vios=0, hold_buf cts=0, delay of the slowest critical-path stage=0.56 ns, number of synthesized flops with an enable pin=1, predominant post-synthesis flop cell=dfxtp_1, ao+oa area frac=24.5%, Worst Hold Class=register to register, register pins left without a clock=2, WS Path Type=input pin to register, CTS H-tree depth=3, final WL=26700 um, RSZ-0062 raised after global routing=no, area delta synth->final=11.3%, worst skew pair latency=0.37 ns, Req. time, crit path=6.23 ns, yosys stat chip area=0.00872 mm2, Rel. slew slack=41.4%, synth warn=5, # IOs=47, crit path cell chain=clkdlybuf4s50_1 > buf_4 > nand2_1 > or4_1 > o22ai_1 > buf_4 > mux2i_1 > nor2_1, n_diodes=0, CP Launch Type=input pin, initial antenna violation count=0, chip width=172 um, DR pass1 iterations=6, Largest logic family=AND-OR/OR-AND gates, xor/xnor share=6.33%, mux share=3.62%, clk root buf=clkbuf_16, final core utilization=33.9%, maximum number of pins on one net before global-route repair=40, Synth Cell Area=0.00872 mm2, Worst Path Arrival=3.84 ns, FMAX=277 MHz, Std-Cell Rows=62, vias in the first global route=7169, synthesized area per cell=8.12 um2, ys async rst share=0%, drt drc=0, Port Buffers=36, Die Height=172 um, routed vias/inst=5.35, most used cell, CP=buf_4, yosys cell count=1074, Die ar.=0.0297 mm2, GRT Util Overall=18.5%, distinct lib cells=83, skew final=0.0131 ns, DRT antenna net count=0, Critical Path Fanout Max=31, CTS tree=done, Max Root-Sink Buffers=2, Post-Synthesis Cells=1074, CP top delay family=buffers and inverters, setup TNS=0 ns, GPL Wtd Cong=0.985, cts repair resizes=0, Commonest Layout Cell=dfxtp_1, slowest CP cell=o22ai_1, Core Region=0.0286 mm2, wire per inst=18.2 um, Setup Fix Bufs, Post-CTS=0, and+or+nand+nor area frac=17.9%, Iteration-0 DRC Markers=672, MaxCap Viol Count=0, final period utilization=60.2%, CP Capture Type=register, CTS buffer count=9, fp util=30.5%, adder share=15.7%, hpwl dp=20300 um, number of unconstrained endpoints=2, PwrDens=180 mW/mm2, Setup Viol. Count Final=0, first-pass GRT wire length=41000 um, Peak VDD IR=0.134 mV, Final Max-Slew Violation Tally=0, Final Critical Period=3.61 ns
[power breakdown]
part           switching (mW)  total (mW)  internal, mW
sequential             0.0337       0.771         0.737
combinational           0.213       0.361         0.148
clock                   0.287       0.614         0.327
[final cells by class]
class                   instances  area [um2]
clock buffers                  11         233
inverters                      73         274
well taps                     384         480
repair buffers                 54         495
multi-input cells             831        5980
fillers                      2955       18900
flip-flops and latches        109        2180
clock inverters                 5        61.3
[cells by family (layout without fill, tap and decap cells)]
family / after synthesis / count (layout)
other cells: 2 / 10
mux: 31 / 31
fa+ha+maj: 99 / 99
latches: 2 / 2
flops: 107 / 107
simple gates: 321 / 321
buf+inv: 142 / 143
xor+xnor: 63 / 63
compound gates: 307 / 307
[stage by stage]
stage                     area [um2]  hold slack (ns)  setup WS, ns  total power [mW]  cells
after floorplan                 8750            0.413          2.96              1.02   1082
after global placement          9410            0.473          2.13              1.14   1451
after detailed placement        9410            0.474          2.07              1.14   1451
after CTS                       9700            0.485          2.43              1.75   1467
after global routing            9700            0.501          2.17              1.82   1467
final                           9700            0.483          2.39              1.75   1467
[flip-flops by register name, indices dropped and copies added, names as in the netlist, 7 cells and up]
| name | count |
|---|---|
| birdOrPipeOrCoin | 7 |
| x | 8 |
| xPipe3 | 8 |
| xPipe2 | 8 |
| yOut | 7 |
| xPipe1 | 8 |
| y | 7 |
| countHeight | 7 |
| xOut | 8 |
| yPipe3 | 7 |
[path summary, 6_finish.rpt]
kind	start	to	slack (ns)	depth (start not counted)
worst max-delay path	loadDatapath	yPipe1[0]$_SDFFE_PN0P_	2.39	8
worst min-delay path	colorOut[1]$_SDFFE_PN0P_	colorOut[1]$_SDFFE_PN0P_	0.48	2
worst max register to register	countHeight[0]$_SDFFE_PP0P_	yOut[6]$_SDFFE_PP0P_	2.44	13
worst min register to register	colorOut[1]$_SDFFE_PN0P_	colorOut[1]$_SDFFE_PN0P_	0.48	2
[tightest hold or removal path, cell delays in order (launching register included)]
cell and delay [ns]:
dfxtp_1 0.32, o21ai_0 0.07, a21oi_1 0.06
[routing by layer]
layer,up-vias,routed length [um],track usage [%]
met5,-,0,0
met1,3706,12400,26.7
li1,3888,-,-
met2,214,12300,29.6
met4,0,524,3.08
met3,34,1510,3.36
[Yosys cell counts, drive strengths merged, types with 4 or more instances]
| cell | count | area share [%] |
|---|---|---|
| or4 | 5 | 0.47 |
| o21a | 4 | 0.36 |
| mux2i | 27 | 3.1 |
| clkbuf | 47 | 2.0 |
| and3 | 9 | 0.65 |
| ha | 82 | 12 |
| nand2 | 73 | 3.2 |
| nor2b | 13 | 0.93 |
| a21o | 13 | 1.1 |
| and2 | 7 | 0.50 |
| o22ai | 7 | 0.57 |
| o21ai | 56 | 3.3 |
| a211o | 9 | 0.90 |
| a221oi | 4 | 0.47 |
| o32ai | 5 | 0.59 |
| o2111ai | 5 | 0.50 |
| o211ai | 24 | 2.2 |
| nand3b | 4 | 0.34 |
| a32o | 4 | 0.46 |
| xnor2 | 43 | 4.3 |
| nor3 | 36 | 2.1 |
| nand4 | 7 | 0.50 |
| a2111oi | 4 | 0.63 |
| inv | 71 | 3.1 |
| a31oi | 14 | 1.0 |
| nand3 | 34 | 2.0 |
| mux2 | 4 | 0.52 |
| buf | 22 | 1.7 |
| a211oi | 19 | 1.8 |
| fa | 17 | 3.9 |
| o221ai | 6 | 0.60 |
| a311oi | 7 | 0.70 |
| dfxtp | 106 | 24 |
| a31o | 4 | 0.40 |
| nand2b | 10 | 0.72 |
| a21oi | 73 | 4.2 |
| o21bai | 9 | 0.78 |
| nor3b | 4 | 0.34 |
| xor2 | 20 | 2.0 |
| or3 | 9 | 0.65 |
| nor2 | 97 | 4.2 |
| nor4 | 5 | 0.70 |
| a22oi | 14 | 1.2 |
Power is estimated from default activity; no workload was simulated.
