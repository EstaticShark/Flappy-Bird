===== /design/flow/config.mk =====
export PLATFORM = sky130hd
export DESIGN_NAME = downForce
export DESIGN_NICKNAME = downForce
export VERILOG_FILES = /design/flow/design.v
export SDC_FILE = /design/flow/constraint.sdc
export NUM_CORES = 4
export LEC_CHECK = 1
export CORE_AREA = 10 10 100 100
export DIE_AREA = 0 0 110 110

===== /design/flow/constraint.sdc =====
current_design downForce

set clk_period 5.8
set clk_io_pct 0.2

create_clock -name clk0 -period $clk_period [get_ports {clk}]

set non_clock_inputs [all_inputs -no_clocks]
set_input_delay [expr $clk_period * $clk_io_pct] -clock clk0 $non_clock_inputs
set_output_delay [expr $clk_period * $clk_io_pct] -clock clk0 [all_outputs]

===== /design/flow/design.v =====
module downForce(dropActionSignal, flapActive, oldOrCurrent, yOut, clk, resetLow);
	input dropActionSignal;  
	input flapActive;
	input clk;
	input resetLow;
	input oldOrCurrent;
	output wire [6:0] yOut;
	reg signed [7:0] currentY;
	reg signed [7:0] oldY;
	reg signed [6:0] directionSpeed;  
	wire [3:0] gravity;
	assign gravity = 4'd1;
	wire [6:0] initialDirectiondirectionSpeed;
	assign yOut = oldOrCurrent ? currentY : oldY;  
	assign initialDirectiondirectionSpeed = 7'd2;
	always @(posedge clk)
	begin
		if (!resetLow)
		begin
			currentY <= 8'd58;
			oldY <= 8'd58;
			directionSpeed <= initialDirectiondirectionSpeed;
		end
		if (flapActive)  
		begin
			directionSpeed <= initialDirectiondirectionSpeed;
			if (dropActionSignal)
			begin
				oldY <= currentY;
				if (currentY - directionSpeed >= 0)
				begin
					currentY <= currentY - initialDirectiondirectionSpeed;
				end
			end
		end	
		else if (dropActionSignal)  
			begin
				if (currentY - directionSpeed >= 0 && currentY - directionSpeed <= 116)  
				begin
					oldY <= currentY;
					currentY <= currentY - directionSpeed;
					directionSpeed <= directionSpeed - gravity;
				end
				else if (currentY - directionSpeed < 0)  
				begin
					if (currentY == 8'd0)
						oldY <= 8'd0;
					else
						oldY <= currentY;
					currentY <= 8'd0;
					directionSpeed <= directionSpeed - gravity;
				end
				else if (currentY - directionSpeed > 116)  
				begin
					if (currentY == 8'd116)
						oldY <= 8'd116;
					else
						oldY <= currentY;
					currentY <= 116;
				end
			end
	end
endmodule

===== /design/flow/run.sh =====
#!/bin/bash
# OpenROAD 26Q1-2900-gdf79404cd8, Yosys 0.63+post, stock flow scripts
make -C /OpenROAD-flow-scripts/flow DESIGN_CONFIG=/design/flow/config.mk WORK_HOME=/design/flow/orfs finish

==> results.cfg <==
; generated from flow reports
[outcome]
outcome = completed

[timing]
final_max_slew_viol_count = 0
hold_violations = 0
setup_tns_ns = 0
rsz0062_at_grt = false
period_used_share = 0.650
finClkSkew_ns = 0.00874
tightest_slew_ns = 0.660
finalSetupViolations = 0
finalCriticalPeriod_ns = 3.77
fmax_ghz = 0.265
relSlewSlack = 0.559

[clock_tree]
cts_hold_buf = 0
clock_tree.root_cell = clkbuf_8
cts_sinks = 22
clk_path_buf_depth = 2
cts_buffers = 3
cts_max_level = 1
post_cts_resized = 0
cts_setup_buffers = 0
path_clk_slew_ns = 0.08
cts_tree = done
clock_latency_ns = 0.27

[floorplanning]
fp.dieW_um = 110
core_util_floorplan = 0.228
die_area_sq_mm = 0.0121
row_count = 32
io_pins = 12
core-area_sq_mm = 0.00781
die_h_um = 110

[placed_design]
place_congestion = 0.853
placed_cell_area_sq_mm = 0.00197
place_inst = 313
dpl.hpwl_um = 3010
portBuffers = 11

[detailed_routing]
drt-total-wl_um = 4040
wl_per_cell_um = 12.8
drtIter0Drc = 68
viasPerCell = 4.76
drcViolationCount = 0
firstDrtPassIters = 4
vias = 1508
ant_nets = 0
n_antenna_cell = 0

[global_route]
grt_start_max_net_pins = 24
grt_antenna_before_repair = 0
grt_pass1_wl_um = 6920
grt_use_total = 0.0690
grt-ovfl-total = 0
grt_pass1_vias = 1439

[critical_path]
crit_buf_inv = 2
path_cells = clkdlybuf4s50_1 -> mux2_2 -> clkdlybuf4s50_1
critPathRequiredTime_ns = 4.64
slowest_stage = clkdlybuf4s50_1
critPathCaptureType = output pin
slowest_delay_ns = 0.66
critPathKind = in2out
worst-path-max-fanout = 7
critPathLaunchType = primary input
cp_common_cell = clkdlybuf4s50_1
worstPathArrival_ns = 2.61
crit_family = buffers and inverters

[synth]
synth_cells = 209
yosys-stat-cells = 209
synth_warnings = 1
synth_cell_type_count = 59
synthTopCellsByArea = dfxtp_1, ha_1, mux2_2
synth.avg_cell_area_sq_um = 8.51
postSynthSeqShare = 0.253
synth_top_area_share = 0.236
synthFlopType = dfxtp_1
synth_area_sq_mm = 0.00178
yosys-stat-area_sq_mm = 0.00178
synth_top_cell_by_area = dfxtp_1
edf_count = 1
async_reset_ff_frac = 0
ys.flops = 22

[pwr]
power_mw = 1.19
p_leak_nw = 0.728
peakVddDrop_uv = 298
p_per_area_mw_per_mm2 = 588

[layout]
drive_gt1_frac = 0.126
fin_cells = 317
final_common_cell = dfxtp_1
syn_to_final_growth_pct = 14.1
fillers = 839
fin_area_sq_mm = 0.00203
layout_top_cells = dfxtp_1, nand2_1, inv_1, a21oi_1, clkdlybuf4s50_1

[worst_hold_path]
hold_class = reg2reg

[run]
warning_count = 25
max_cap_violations = 0
==> worst paths after layout <==
| kind | from | to | slack [ns] | cells past startpoint |
|---|---|---|---|---|
| max | oldOrCurrent | yOut[0] | 2.03 | 3 |
| min | oldY[0] | oldY[0] | 0.46 | 2 |
| max reg2reg | currentY[0] | directionSpeed[0] | 2.88 | 10 |
| min reg2reg | oldY[0] | oldY[0] | 0.46 | 2 |
==> synth_stat cells (3+ instances only) <==
cell type	n
nor2b_1	4
a21oi_2	4
buf_2	3
o22a_1	3
nand2b_1	3
mux2_2	7
nand2_1	16
clkbuf_1	6
inv_1	13
a21oi_1	13
or3_1	5
a22o_1	4
a211oi_1	3
xnor2_1	5
nor3_1	5
nand3_1	8
nor3b_1	4
a21o_1	8
ha_1	10
dfxtp_1	21
nor2_1	8
o21ai_0	8
==> power breakdown <==
group	internal, mW	switching (mW)	total (mW)
sequential	0.204	0.0569	0.261
clock	0.0606	0.0524	0.113
combinational	0.374	0.445	0.819
total	0.639	0.555	1.19
==> cell type report <==
class	instances	area, sq um	share of cell area
inverter	13	48.8	0.0240
multi-input combinational	164	1230	0.606
clock buffer	4	55.1	0.0271
timing repair buffer	12	118	0.0580
tap	102	128	0.0629
sequential	22	450	0.222
==> flip-flops by register name, indices dropped and copies added (netlist names) <==
name and cells:
currentY 8, directionSpeed 7, oldY 7
==> worst register-to-register path, delay by kind of cell (launching register included) <==
kind | cells | cell delay (ns)
DFF | 1 | 0.37
and+or+nand+nor | 2 | 0.60
buffers and inverters | 1 | 0.07
AOI/OAI and AO/OA | 5 | 1.17
adders and majority gates | 2 | 0.63
==> logic make-up (layout without fill, tap and decap cells) <==
| family | count (synthesis) | after routing | share of synthesized area |
|---|---|---|---|
| AND/OR/NAND/NOR | 71 | 71 | 0.228 |
| AND-OR/OR-AND | 67 | 67 | 0.294 |
| buffers and inverters | 23 | 29 | 0.0549 |
| flip-flops | 22 | 22 | 0.253 |
| adder cells (fa/ha/maj) | 11 | 11 | 0.0816 |
| XOR/XNOR | 8 | 8 | 0.0436 |
| multiplexers | 7 | 7 | 0.0443 |
==> metrics by stage <==
stage                      util  hold slack (ns)  setup slack [ns]
final                     0.260            0.465              2.03
after global routing      0.260            0.484              1.97
after CTS                 0.260            0.470              2.00
after detailed placement  0.253            0.448              2.02
after global placement    0.253            0.443              2.01
after floorplan               -            0.421              2.90
==> layer usage <==
layer	vias up	share of wire	global-route usage
met5	-	0	0
met4	0	0.0042	0.00558
met3	2	0.030	0.0118
met2	15	0.44	0.105
met1	702	0.52	0.105
li1	789	-	-
Power figures rest on the tool's default switching activity, not on a simulated workload.
