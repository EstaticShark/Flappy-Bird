===== flow/design.v =====
module blackScreenCalculator(colorIn, enableLoad, xOut, yOut, clk, resetLow, colorOut, signalClearFinish);
	input enableLoad;
	input clk;
	input resetLow;
	input [2:0] colorIn;
	output reg [7:0] xOut;
	output reg [6:0] yOut;
	output reg [2:0] colorOut;
	output reg signalClearFinish;
	reg [7:0] x;
	initial x = 8'd0;
	reg [6:0] y;
	initial y = 7'd0;
	reg [7:0] count_x;
	reg [6:0] count_y;
	always @(posedge clk)
	begin
		if (resetLow == 1'b0)
		begin
			x <= 8'd0;
			y <= 7'd0;
		end
		else if (enableLoad == 1'b1)
		begin
			xOut <= x;
			yOut <= y;
			count_x <= 8'd0;
			count_y <= 7'd0;
			signalClearFinish <= 1'b0;
		end
		else	
		begin
			if (count_y != 7'd120)
			begin
				if (count_x != 8'd160)
				begin
					xOut <= x + count_x;
					yOut <= y + count_y;
					count_x <= count_x + 1'd1;
					colorOut <= colorIn;
				end
				else if (count_x == 8'd160)
				begin
					count_x <= 8'd0;
					xOut <= x + count_x;
					yOut <= y + count_y;
					count_y <= count_y + 1'd1;
					colorOut <= colorIn;
				end
			end
			else
			begin
				xOut <= x + count_x;
				yOut <= y + count_y;
				colorOut <= colorOut;
				signalClearFinish <= 1'b1;
			end
		end
	end
endmodule

===== flow/run.sh =====
#!/bin/bash
# OpenROAD 26Q1-2900-gdf79404cd8, Yosys 0.63+post, stock flow scripts
make -C /OpenROAD-flow-scripts/flow DESIGN_CONFIG=/design/flow/config.mk WORK_HOME=/design/flow/orfs finish

===== flow/config.mk =====
export PLATFORM = sky130hd
export DESIGN_NAME = blackScreenCalculator
export DESIGN_NICKNAME = blackScreenCalculator
export VERILOG_FILES = /design/flow/design.v
export SDC_FILE = /design/flow/constraint.sdc
export NUM_CORES = 4
export LEC_CHECK = 1
export CORE_AREA = 10 10 112 112
export DIE_AREA = 0 0 122 122

===== flow/constraint.sdc =====
current_design blackScreenCalculator

set clk_period 2.7
set clk_io_pct 0.2

create_clock -name clk0 -period $clk_period [get_ports {clk}]

set non_clock_inputs [all_inputs -no_clocks]
set_input_delay [expr $clk_period * $clk_io_pct] -clock clk0 $non_clock_inputs
set_output_delay [expr $clk_period * $clk_io_pct] -clock clk0 [all_outputs]

==> CHANGELOG.md <==
### Physical design

* Most instantiated logic cells after routing: 34 x edfxtp_1, 24 x clkdlybuf4s50_1, 18 x nor2_1
* Sequential fraction of the synthesis area at 69.39%
* CTS clock-pin slew for the worst setup and hold paths at 0.07 ns
* Critical Path Source Type: register
* Initial antenna violation count at 0
* Clk pwr share at 43.4%
* Distinct lib cells used at 19
* Part of the power in combinational logic at 7.2%
* Sw frac at 19.15%
* Rel. slew slack at 78.69%
* Log Warnings at 27
* Largest net degree at the start of global routing at 26
* Post-DRT Antenna Nets at 0
* Tmin final at 2.059 ns
* Init Core Util at 14.38%
* CP required at 2.65 ns
* Total GRT Usage at 3.619%
* Leakage at 0.7067 nW
* Worst reg2reg endpoint: count_y[4]
* Max Cap Violations at 0
* Post-cts hold-fix buffer tally at 0
* Root buf cell: clkbuf_8
* Die Height at 122 um
* Max Root-Sink Buffers at 2
* Register bit total from synthesis at 34
* H-Tree Depth at 2
* Ports at 25
* Wire per inst at 9.957 um
* Sum Neg Setup Slack at 0 ns
* Initial drt markers at 27
* Yosys Chip Area at 1471 um^2
* Yosys cell count at 109
* Setup bufs post-CTS at 0
* Hold EP: count_y[0]
* GR Overflow Total at 0
* Die width at 122 um
* Max-slew violations at 0
* Synth Cell Area at 1471 um^2
* FP Rows at 37
* Antenna diode count at 0
* Crit Path Class: reg2reg
* Layout cell share with drive strength beyond 1 at 8.451%
* Post-Place Cells at 270
* Seq pwr share at 49.5%
* Fin. Hold Viols at 0
* P_sw at 0.2461 mW
* Die Size at 14880 um^2
* Hpwl dp at 1931 um
* Layout filler cell count at 1086
* CTS tree: yes
* Worst hold slack at 0.6396 ns
* Clk_skew at 0.007265 ns
* R2R Setup Slk at 0.64 ns
* Routability cong. at 0.8118
* Clk ins delay skew pair at 0.28 ns
* Critical Path AT at 2.01 ns
* Drt first pass iters at 4
* Vias at 908
* Vias per cell at 3.266
* Remaining DRCs at 0
* Clk sink count at 34
* Pint at 1.039 mW
* Worst hold stages at 1
* Fin crit share at 76.25%
* Design Area, Final at 2034 um^2
* Top cell excl fill/tap: edfxtp_1
* Post-synth top flop: edfxtp_1
* Slew @ Worst Pin at 0.3197 ns
* Status: complete, no violations
* Placed cell areas at 1897 um^2
* PD cells at 631.8 nW/um^2
* HP Start: count_y[0]
* Core area at 10230 um^2
* Worst VDD drop at 0.0002881 V
* Setup violation total in the final timing report at 0
* Reg-to-reg critical path startpoint: count_x[0]
* Vias in the first global route at 958
* Cts bufs inserted at 5
* Async SR Flop Fraction at 0%
* CP max FO at 7
* RSZ-0062 raised after global routing: false
* Area growth, synth to finish at 38.27%
* First-pass GRT wire length at 4540 um
* Avg Inst Size Synth at 13.50 um^2
* Worst Reg-to-Reg Cells at 6
* Fin cells at 278
* Top achievable clock speed at 485.7 MHz
* Port-buffer cells at 24
* Final WL at 2768 um
* Endpoint class of the critical path: register
* Flip-flops with a built-in enable at 34
* Post-CTS sizing at 0
* Synth warn at 1
* Worst min path class: reg2reg
* Syn Inst Count at 109
==> layer usage <==
metal	vias up	GRT usage [%]	routed length, um
met3	5	1.362	294
met2	30	5.888	1174
li1	445	-	-
met5	-	0	0
met1	428	4.410	1215
met4	0	1.043	84
==> layout make-up <==
cell class              instances  area (um^2)  area share [%]
clock buffers                   5        68.82           3.383
clock inverters                 3        68.82           3.383
inverters                       5        18.77          0.9225
multi-input cells              68        424.2           20.85
flip-flops and latches         34         1021           50.18
well taps                     136        170.2           8.364
repair buffers                 27        262.8           12.92
==> worst max-delay path by stage <==
stage | startpoint | end | cells past startpoint
final | count_x[0] | count_y[4] | 6
after global routing | count_x[0] | count_y[5] | 6
after CTS | count_x[0] | count_y[4] | 6
==> synthesized netlist by cell type, types with 2 or more instances <==
| cell | instances | area share [%] |
|---|---|---|
| nand2_1 | 2 | 0.51 |
| and2_1 | 2 | 0.85 |
| nand3_1 | 7 | 2.4 |
| xnor2_1 | 3 | 1.8 |
| nor2_1 | 18 | 4.6 |
| nor2b_1 | 13 | 5.5 |
| nand4b_1 | 2 | 1.2 |
| inv_1 | 5 | 1.3 |
| xor2_1 | 7 | 4.2 |
| clkbuf_1 | 2 | 0.51 |
| and3_1 | 4 | 1.7 |
| ha_1 | 4 | 3.4 |
| edfxtp_1 | 34 | 69 |
==> kinds of logic (layout without fill, tap and decap cells) <==
family	count (synthesis)	in the layout	synth area share (%)
buffers and inverters	7	40	1.786
XOR/XNOR	10	10	5.953
AND/OR/NAND/NOR	50	50	17.94
AND-OR/OR-AND	4	4	1.530
adder cells (fa/ha/maj)	4	4	3.401
flip-flops	34	34	69.39
==> power by group through the flow <==
stage	registers (mW)	logic (mW)	clock network, mW
final	0.636	0.0921	0.557
after global routing	0.639	0.105	0.590
after CTS	0.636	0.0945	0.568
==> state kept, by name, summed over array words and instances, names as in the netlist <==
signal             cells
signalClearFinish      1
count_y                7
colorOut               3
xOut                   8
count_x                8
yOut                   7
==> per-stage QoR <==
stage,util [%],worst slack [ns],power (mW)
after floorplan,-,0.8464,0.6789
after global placement,18.54,0.7303,0.7397
after detailed placement,18.54,0.6971,0.7400
after CTS,19.89,0.6478,1.298
after global routing,19.89,0.5552,1.334
final,19.89,0.6411,1.285
==> worst max-delay path, stage by stage (launching register included) <==
cell      delay (ns)
edfxtp_1        0.45
inv_1           0.12
ha_1            0.17
nand4b_1        0.10
or4_4           0.44
o21ai_1         0.12
and2_1          0.32
Power figures rest on the tool's default switching activity, not on a simulated workload.
